==> config.mk <==
export PLATFORM = sky130hd
export DESIGN_NAME = rca
export DESIGN_NICKNAME = rca
export VERILOG_FILES = /design/flow/design.v
export SDC_FILE = /design/flow/constraint.sdc
export NUM_CORES = 4
export LEC_CHECK = 1
export CORE_AREA = 10 10 70 70
export DIE_AREA = 0 0 80 80
==> constraint.sdc <==
current_design rca

set clk_period 1.7
set clk_io_pct 0.2

create_clock -name clk0 -period $clk_period

set non_clock_inputs [all_inputs -no_clocks]
set_input_delay [expr $clk_period * $clk_io_pct] -clock clk0 $non_clock_inputs
set_output_delay [expr $clk_period * $clk_io_pct] -clock clk0 [all_outputs]
==> design.v <==
module rca(
			a,
			b,
			cin,
			s,
			cout
			);
	input logic [3:0] a, b;
	input logic cin;
	output logic cout;
	output logic [3:0] s;
	logic [2:0] c;
	logic [3:0] y1;
	assign y1[0] = a[0] ^ b[0];
	assign s[0] = a[0] & b[0];
	assign c[0] = y1[0] ? cin: b[0];
	assign y1[1] = a[1] ^ b[1];
	assign s[1] = a[1] & b[1];
	assign c[1] = y1[1] ? c[0]: b[1];
	assign y1[2] = a[2] ^ b[2];
	assign s[2] = a[2] & b[2];
	assign c[2] = y1[2] ? c[1]: b[2];
	assign y1[3] = a[3] ^ b[3];
	assign s[3] = a[3] & b[3];
	assign cout = y1[3] ? c[2]: b[3];
endmodule
==> run.sh <==
#!/bin/bash
# OpenROAD 26Q1-2900-gdf79404cd8, Yosys 0.63+post, stock flow scripts
make -C /OpenROAD-flow-scripts/flow DESIGN_CONFIG=/design/flow/config.mk WORK_HOME=/design/flow/orfs finish
==> notes.md <==
run metrics: core area=3420 sq um, Die Height=80 microns, Warnings, synthesis=0, Gate Count Post-Synth=11, antenna violations before repair=1, clock buffers=0, register share after synthesis=0%, CP required=1.36 ns, leakage power=0.113 nW, Site Rows=21, Routed WL per cell=6.67 microns, routed wire length=480 microns, Tmin final=1.62 ns, postcts setup bufs=0, Hold Path Depth=5, dpl ws=-0.580 ns, launch point of the critical path=a[2], Port Buffers=14, Initial DRC Count=0, most area-consuming cells after synthesis=ha_1 (55%), mux2i_1 (11%), a22o_1 (9.6%), post-route setup TNS=0 ns, syn avg cell area=8.30 sq um, CP Launch Type=primary input, cells along the critical path=dlygate4sd2_1 > ha_4 > o21ai_2 > a21oi_1 > a22o_1 > buf_2, critical path capture point=cout, Slew Viols, Final=0, Yosys Instances=11, Mapped Area=91.3 sq um, Setup Crit Path Kind=primary input to output pin, status=finished, final reports clean, area occupied by registers=0 sq um, Pwr Density=196 nW/um^2, Worst setup EP type=output pin, share of cells above drive strength 1=32.0%, WP data arrival=1.28 ns, DR vias/cell=1.92, DR DRC count=0, Yosys cell types=8, max cap viols=0, num sequential=0, CP Max Fanout=3, HP Class=primary input to output pin, number of top-level pins=14, Final Cycle Share=95.5%, post-route setup slack=0.0762 ns, Area Growth Syn to Fin=238%, FMAX=616 MHz, CP peak stage delay=0.25 ns, Synth top area share=54.8%, Starting Density=2.67%, Final Setup Violations=0, final hold violation count=0, post-route ant nets=0, CP max-delay cell=dlygate4sd2_1, largest net degree at the start of global routing=4, DR pass1 iterations=1, first-pass GRT wire length=703 microns, total gr overflow=0, Synth area leader=ha_1, routability congestion estimate=0.740, die footprint=6400 sq um, number of global-route vias before repair=126, relative slew slack=90.7%, total track usage=1.36%, Die X=80 microns, yosys stat area=91.3 sq um, Peak supply drop=0.0226 mV, Slew @ Worst Pin=0.136 ns, Tool Warnings=32, Vias=138
[final cells by class]
| cell class | count | area (sq um) |
|---|---|---|
| antenna | 1 | 2.50 |
| fill | 404 | 3110 |
| inverter | 1 | 3.75 |
| multi-input combinational | 10 | 129 |
| timing repair buffer | 14 | 116 |
| tap | 46 | 57.6 |
[metrics by stage]
stage               cells  hold WS [ns]  util, %  power (mW)  cell area [sq um]
floorplan              11         0.762        -      0.0170               91.3
global placement       71          1.68     8.46      0.0601                289
detailed placement     71          1.67     8.46      0.0604                289
CTS                    71          1.13     8.53      0.0554                292
global route           71          1.20     8.97      0.0688                307
finish                 72          1.14     9.05      0.0604                309
[cells by family after synthesis]
kind of cell	after synthesis	synth area share [%]
adder cells (fa/ha/maj)	4	54.8
AND-OR/OR-AND	3	20.5
AND/OR/NAND/NOR	2	9.58
multiplexers	1	11.0
buffers and inverters	1	4.11
[cell usage after synthesis]
cell,n
inv_1,1
a22o_1,1
nor2_1,1
o21ai_0,1
a21oi_1,1
mux2i_1,1
nand3_1,1
ha_1,4
[worst min-delay path by stage]
stage	from	to	slack, ns
after CTS	b[3]	cout	1.13
after global routing	b[0]	cout	1.20
final	b[0]	cout	1.14
[cell usage in the layout, fill, tap and decap left out]
cell / instances
clkdlybuf4s50_1: 5
ha_4: 3
buf_2: 3
dlygate4sd2_1: 3
clkdlybuf4s15_1: 2
diode_2: 1
inv_1: 1
mux2i_1: 1
nand3_1: 1
nor2_1: 1
o21ai_2: 1
a21oi_1: 1
a22o_1: 1
ha_1: 1
clkbuf_2: 1
[layer usage]
metal	global-route usage [%]	routed length, microns	share of wire, %
met3	2.27	186	39
met1	1.38	181	38
met5	0	0	0
met2	1.44	113	24
met4	0	0	0
[critical path: cells and delay by family]
kind	cells	cell delay (ns)
buffers and inverters	2	0.36
AND-OR/OR-AND	3	0.36
adder cells (fa/ha/maj)	1	0.22
[where the power goes]
part / switching [mW] / internal [mW] / total, mW
registers: 0 / 0 / 0
clock network: 0 / 0.0000000787 / 0.0000000787
logic: 0.0212 / 0.0392 / 0.0604
total: 0.0212 / 0.0392 / 0.0604
[timing repair]
action / in CTS / in global routing
gates resized: 20 / 6
pin swaps: 7 / 7
hold endpoints to repair: 0 / 0
cloned: 0 / 0
endpoints found under the setup margin: 5 / 1
hold buffers: 0 / 0
Power and IR drop assume default switching activity.

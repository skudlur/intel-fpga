### flow/design.v
module part5(
				a,
				b,
				c0,
				to,
				s0,
				s1
				);
	input logic [3:0] a, b;
	input logic c0;
	output logic [3:0] to;
	output logic [3:0] s0;
	output logic s1;
	logic [3:0] z0;
	logic c1;
	assign to = a + b + c0;
	assign z0 = (to > 4'd9) ? 4'd10: 4'd0;
	assign c1 = (to > 4'd9) ? 1: 0;
	assign s0 = to - z0;
	assign s1 = c1;
endmodule
### flow/run.sh
#!/bin/bash
# OpenROAD 26Q1-2900-gdf79404cd8, Yosys 0.63+post, stock flow scripts
make -C /OpenROAD-flow-scripts/flow DESIGN_CONFIG=/design/flow/config.mk WORK_HOME=/design/flow/orfs finish
### flow/config.mk
export PLATFORM = sky130hd
export DESIGN_NAME = part5
export DESIGN_NICKNAME = part5
export VERILOG_FILES = /design/flow/design.v
export SDC_FILE = /design/flow/constraint.sdc
export NUM_CORES = 4
export LEC_CHECK = 1
export CORE_AREA = 10 10 70 70
export DIE_AREA = 0 0 80 80
### flow/constraint.sdc
current_design part5

set clk_period 3.5
set clk_io_pct 0.2

create_clock -name clk0 -period $clk_period

set non_clock_inputs [all_inputs -no_clocks]
set_input_delay [expr $clk_period * $clk_io_pct] -clock clk0 $non_clock_inputs
set_output_delay [expr $clk_period * $clk_io_pct] -clock clk0 [all_outputs]
==> flow_summary.ini <==
; synthesis and place-and-route metrics
[status]
status = finished clean

[critical_path]
worstPathBufferInverterCount = 4
startpoint_type = input port
timing_worst_setup_path_type = in -> out
worst_ep_arrival_time_ps = 2720
timing.critical_path.cells = dlygate4sd2_1, inv_2, fa_2, inv_2, fa_2, nor2_4, nor2b_4, ha_4, ha_4, xnor2_2, dlygate4sd2_1
crit_fanout = 2
required_ps = 2800
timing.critical_path.slowest_cell_delay_ps = 450
critical-path-slowest-cell = sky130_fd_sc_hd__fa_2
crit_family = adder cells
endpoint_kind = output pin

[final_layout]
layout-area-overhead-vs-synth_pct = 150
area_used_by_sequential_logic_in_the_layout_um2 = 0
drive_gt1_frac = 0.481
clock_buffers = 0
layout_top_cells_excl_fill_tap = 12 x sky130_fd_sc_hd__clkdlybuf4s50_1, 8 x sky130_fd_sc_hd__buf_4, 5 x sky130_fd_sc_hd__inv_2, 5 x sky130_fd_sc_hd__dlygate4sd2_1, 4 x sky130_fd_sc_hd__inv_1
layout.cells.most_common = sky130_fd_sc_hd__clkdlybuf4s50_1
finalCoreUtilization = 0.167
finish.cell_count_without_fillers = 98
fillers = 389
seq_cells = 0
multi_input_comb_area_um2 = 246

[logic_synthesis]
synth-cells-yosys = 27
number_of_unique_standard_cell_types_used_by_synthesis = 14
synth_cells = 27
synth-warning-count = 0
netlist_area_um2 = 229
ys_area_um2 = 229
mean_area_per_synthesized_cell_um2 = 8.48
postSynthSeqShare = 0

[hold_path]
min_to = s0[0]
min_delay_path_depth = 5
worst_hold_startpoint = a[0]
hold_class = in -> out

[die]
placeableCoreArea_um2 = 3420
design.portCount = 18
die_y_um = 80
initial_utilization = 0.0670
fp.dieW_um = 80
fp.dieArea_um2 = 6400
fp-row-count = 21

[grt]
antenna_found_initial = 0
grt_pass1_wl_um = 1240
global_route.usage.total = 0.0236
grt_max_degree = 4
grt_pass1_vias = 268
global_route.overflow_total = 0

[sta]
fin_tns_setup_ps = 0
layout_setup_ws_ps = 77.8
worst_pin_slew_ps = 220
finalMaxSlewViolations = 0
finalHoldViolCount = 0
slew_headroom = 0.853
final-setup-viol-count = 0
final.min_clock_period_ps = 3420
finalClockPeriodUsage = 0.978
timing.fmax_mhz = 292

[place]
pre_cts_slack_ps = -676
gp_congestion = 0.772
post-dp-hpwl_um = 744
io_buffer_count = 18
numPlacedInstances = 96

[pwr]
p_leak_uw = 0.000249
power.sequential.fraction = 0
post-layout-total-power_uw = 140
switching_share = 0.338
internal_pwr_total_uw = 92.5
p_sw_uw = 47.3
power_frac_comb = 1.000
irDropWorstVdd_uv = 23.1
power-per-cell-area_nw_per_um2 = 245
power.share.clock = 0

[detailed_routing]
detail_route.wl_per_cell_um = 8.16
antennaDiodeCount = 0
vias_per_cell = 2.59
drt_iter0_drc = 1
detail_route.drc_violations = 0
drt_pre_antenna_iters = 2
detailroute.via_count = 254
total_wirelength_um = 800
final_antenna_net_count = 0

[job]
warning_count = 32
maxCapViolCount = 0
==> power groups by stage <==
stage                 sequential [uW]  combinational [uW]  clock (uW)
final                               0                 140           0
after global routing                0                 155           0
after CTS                           0                 132           0
==> Yosys cell counts <==
cell type	number	share of area
sky130_fd_sc_hd__nor2b_4	1	0.060
sky130_fd_sc_hd__ha_1	4	0.22
sky130_fd_sc_hd__nand3_1	1	0.022
sky130_fd_sc_hd__nor2_2	1	0.027
sky130_fd_sc_hd__nand3_2	1	0.044
sky130_fd_sc_hd__a21o_1	1	0.033
sky130_fd_sc_hd__xor2_2	1	0.071
sky130_fd_sc_hd__buf_4	1	0.033
sky130_fd_sc_hd__and2_4	1	0.038
sky130_fd_sc_hd__xnor2_1	2	0.077
sky130_fd_sc_hd__a21oi_1	1	0.022
sky130_fd_sc_hd__inv_1	9	0.15
sky130_fd_sc_hd__nand3b_1	1	0.033
sky130_fd_sc_hd__fa_1	2	0.17
==> how the worst max path moves through the flow <==
stage / from / to / depth (start not counted)
finish: b[0] / s0[3] / 11
global route: a[1] / s1 / 9
CTS: a[2] / s0[2] / 10
==> area by class of cell <==
cell class | instances | share of cell area
multi-input cells | 17 | 0.431
well taps | 46 | 0.101
repair buffers | 26 | 0.409
inverters | 9 | 0.0591
==> metal layers <==
| layer | wire length [um] | track usage |
|---|---|---|
| met1 | 236 | 0.0180 |
| met2 | 550 | 0.0594 |
| met3 | 13 | 0.00114 |
| met4 | 0 | 0 |
| met5 | 0 | 0 |
==> per-stage QoR <==
| step | cell area (um^2) | hold slack [ps] |
|---|---|---|
| floorplan | 229 | 1570 |
| global placement | 504 | 2450 |
| detailed placement | 504 | 2470 |
| CTS | 537 | 2330 |
| global route | 572 | 2300 |
| finish | 572 | 2270 |
==> what timing repair did <==
item	CTS	global route
setup buffers	2	0
endpoints found under the setup margin	4	3
hold buffers	0	0
pin swaps	6	4
resized	14	7
==> kinds of logic after synthesis <==
group	Yosys count	synth area share
buffers and inverters	10	0.180
adder cells (fa/ha/maj)	6	0.393
AND/OR/NAND/NOR	6	0.224
XOR/XNOR	3	0.148
AND-OR/OR-AND	2	0.0546
Power figures rest on the tool's default switching activity, not on a simulated workload.
